<file path="design/flow/run.sh">
#!/bin/bash
# OpenROAD 26Q1-2900-gdf79404cd8, Yosys 0.63+post, stock flow scripts
make -C /OpenROAD-flow-scripts/flow DESIGN_CONFIG=/design/flow/config.mk WORK_HOME=/design/flow/orfs finish
</file>
<file path="design/flow/config.mk">
export PLATFORM = sky130hd
export DESIGN_NAME = top
export DESIGN_NICKNAME = top
export VERILOG_FILES = /design/flow/design.v
export SDC_FILE = /design/flow/constraint.sdc
export NUM_CORES = 4
export LEC_CHECK = 1
export CORE_AREA = 10 10 82 82
export DIE_AREA = 0 0 92 92
</file>
<file path="design/flow/constraint.sdc">
current_design top

set clk_period 4.7
set clk_io_pct 0.2

create_clock -name clk0 -period $clk_period

set non_clock_inputs [all_inputs -no_clocks]
set_input_delay [expr $clk_period * $clk_io_pct] -clock clk0 $non_clock_inputs
set_output_delay [expr $clk_period * $clk_io_pct] -clock clk0 [all_outputs]
</file>
<file path="design/flow/design.v">
module top(r1, r2, op_code, out);
input [3:0] r1, r2, op_code;
output reg [7:0] out;
always @(*) 
begin 
	case(op_code)
		4'b0000:
			out = r1 + r2;
	        4'b0001:
			out = r1 - r2;
		4'b0010:
			out = r1 >> 2;
		4'b0011:
			out = r1 ^ r2;
		4'b0100:
			out = r1 * r2;
		default:
			out = 0;
	endcase
end
endmodule
</file>
==> GITHUB_STEP_SUMMARY <==
## Synthesis and layout report

| Metric | Value |
|---|---|
| Outcome | completed |
| Placer Congestion | just under 0.9 |
| Post-synthesis cell area | around 900 um2 |
| Fillers | about 560 |
| Avg Cell Area, Syn | roughly 8.3 um2 |
| Post-detail-place hpwl | approximately 2200 um |
| Worst relative slew slack | between 60% and 70% |
| Log Warnings | 36 |
| Minimum hold slack | roughly 2.9 ns |
| Worst Hold End | out[4] |
| CTS Hold Bufs | 0 |
| DR WL/cell | 11.7 um |
| Arrival time at the worst endpoint | 3.64 ns |
| Largest net degree at the start of global routing | 15 |
| Input/output buffers | 20 |
| Comb. cell area | about 900 um2 |
| Crit end category | output port |
| Design area | around 1400 um2 |
| Worst min path class | in -> out |
| Final WL | around 2500 um |
| CP Max Fanout | 2 |
| Seq_cells | 0 |
| Iteration-0 DRC Markers | 35 |
| Number of global-route vias before repair | ~900 |
| Placed insts | 216 |
| Die Span Y | just over 90 um |
| DR vias | around 920 |
| Worst hold stages | 6 |
| # Max-Cap Violations | 0 |
| Worst-Margin Slew | between 0.5 and 0.6 ns |
| DR pass1 iterations | 4 |
| HP Start | r2[3] |
| Data required, critical path | between 3 and 4 ns |
| F_max | between 200 and 250 MHz |
| I/O pin count | 20 |
| Crit Path Class | in -> out |
| Final Hold Fails | 0 |
| Share of cells above drive strength 1 | 23.1% |
| P_leak | between 0.6 and 0.7 nW |
| Layout area overhead | 50.6% |
| Floorplan utilization | approximately 18% |
| Post-synthesis sequential area ratio | 0% |
| Vias/cell | approximately 4.2 |
| Register area | 0 um2 |
| Most numerous logic cell after layout | buf_4 |
| Mapped Cells | approximately 110 |
| Setup tns final | 0 ns |
| Non-Filler Instances | roughly 220 |
| Ys cells | 111 |
| CLK BUF | 0 |
| Most instantiated logic cells after routing | 17 x buf_4, 16 x ha_1, 12 x inv_1 |
| First-pass GRT wire length | 4120 um |
| DP Area | 1320 um2 |
| Site Rows | 26 |
| Core area | ~5100 um2 |
| Post-synthesis chip area from yosys | 920 um2 |
| Die W | between 90 and 100 um |
| Unrepaired setup endpoints after global routing | no |
| DRC | 0 |
| Die area | approximately 8500 um2 |
| Number of antenna cells inserted | 0 |
| Library cells used by synthesis | 38 |
| Tmin final | about 4.6 ns |
| Tot Pwr | 139 uW |
| Yosys warnings | 1 |
| Endpoints failing setup | 0 |
| GRT overflow | 0 |
| VDD IR max | between 0.00003 and 0.00004 V |
| Power Dens Cells | 100 nW/um2 |
| Cycle use final | a little over nine tenths |
| Critical Path Source Type | input pin |
| Final Slew Violations | 0 |
| Gr usage total | ~5.7% |
| Initial antenna violation count | 0 |
| Final ANT Viol Nets | 0 |
## report_power, final
part           switching [mW]  internal (mW)
clock                       0              0
sequential                  0              0
combinational          0.0639         0.0750
total                  0.0639         0.0750
## synth_stat cells (all sizes together) (2+ instances only)
cell type,count,area [um2]
o21bai,2,15.0
o21ai,5,25.0
o41ai,2,32.5
a211oi,2,15.0
and2,6,37.5
inv,13,48.8
and3,2,12.5
nand2,6,22.5
nor2b,3,18.8
buf,3,21.3
ha,20,250
a31oi,2,12.5
nor2,8,30.0
a21oi,4,20.0
fa,6,120
nor3,3,15.0
nand3,2,10.0
a21o,4,30.0
## through the flow
step | util [%] | setup WS (ns)
5_1_grt | 27.3 | 0.00404
2_1_floorplan | - | 0.582
3_5_place_dp | 26.0 | -0.488
4_1_cts | 26.5 | 0.0434
6_report | 27.3 | 0.125
3_3_place_gp | 26.0 | -0.511
## layer usage
metal	share of wire, %	GRT usage, %	vias to the layer above	wire length, um
met4	0	0	0	0
met3	5.5	0.988	0	141
li1	-	-	480	-
met1	48	8.10	419	1230
met5	0	0	-	0
met2	46	9.29	23	1170
## worst max-delay path by stage
stage	slack (ns)	startpoint	to
after CTS	0.04	r1[2]	out[7]
after global routing	0.004	r2[3]	out[7]
final	0.12	r1[3]	out[7]
## timing repair
item	CTS	global route
resized	20	6
setup buffers	0	1
pin swaps	11	6
cloned	0	0
endpoints found under the setup margin	5	1
## critical path, stage by stage
cell             delay [ns]
clkdlybuf4s50_1        0.41
and2_1                 0.18
fa_1                   0.59
ha_4                   0.21
ha_4                   0.26
o21ai_1                0.08
o21bai_1               0.19
mux2i_1                0.19
or3b_1                 0.34
dlygate4sd2_1          0.24
## cell families (layout without fill, tap and decap cells)
| kind of cell | after synthesis | count (layout) | synth area share, % |
|---|---|---|---|
| compound gates | 30 | 30 | 24.8 |
| xor+xnor | 2 | 2 | 1.91 |
| fa+ha+maj | 26 | 26 | 40.3 |
| buf+inv | 16 | 52 | 7.62 |
| mux | 2 | 2 | 3.54 |
| simple gates | 35 | 35 | 21.9 |
## area by class of cell
class / instances / share of cell area [%]
timing repair buffer: 39 / 24.6
inverter: 13 / 3.52
multi-input combinational: 95 / 65.6
tap: 70 / 6.32
No activity file was given, so power comes from the tool's default toggle rates.
