### flow/design.v
module counter (reset,clk,up_down,enable,pulse, count);
	parameter size = 4;
	input reset, clk, up_down, enable;
	output reg [size -1:0] count;
	output reg pulse;
	always@ (posedge clk) begin
		if(reset) begin
			count <= {size{1'b0}};
		end
		else if (enable) begin
			if (up_down)
				count <= count +1;
			else
				count <= count -1;
		end
	end
	always @(posedge clk) begin
		if ((count == 4'b1110) & up_down) begin
			pulse <= 1;
		end
		else if ((count == 4'b0001) & (~up_down))
			pulse <= 1;
		else
			pulse <= 0;	
	end
endmodule
### flow/run.sh
#!/bin/bash
# OpenROAD 26Q1-2900-gdf79404cd8, Yosys 0.63+post, stock flow scripts
make -C /OpenROAD-flow-scripts/flow DESIGN_CONFIG=/design/flow/config.mk WORK_HOME=/design/flow/orfs finish
### flow/constraint.sdc
current_design counter

set clk_period 1.7
set clk_io_pct 0.2

create_clock -name clk0 -period $clk_period [get_ports {clk}]

set non_clock_inputs [all_inputs -no_clocks]
set_input_delay [expr $clk_period * $clk_io_pct] -clock clk0 $non_clock_inputs
set_output_delay [expr $clk_period * $clk_io_pct] -clock clk0 [all_outputs]
### flow/config.mk
export PLATFORM = sky130hd
export DESIGN_NAME = counter
export DESIGN_NICKNAME = counter
export VERILOG_FILES = /design/flow/design.v
export SDC_FILE = /design/flow/constraint.sdc
export NUM_CORES = 4
export LEC_CHECK = 1
export CORE_AREA = 10 10 70 70
export DIE_AREA = 0 0 80 80
==> ci_impl_report.md <==
### Flow metrics

| Metric | Value |
|---|---|
| Registers, synthesis | `5` |
| Initial antenna violation count | `0` |
| Sink Count | `5` |
| Critical Path Source | `up_down` |
| Fraction of layout cells with a size suffix above 1 | `0.111` |
| HP Start | `count[3]` |
| Final design utilization | `0.135` |
| FF-to-FF Start | `count[1]` |
| Detailed placement HPWL | `roughly 500 µm` |
| Final Hold Vio Count | `0` |
| Max-cap viol count | `0` |
| Power Density | `between 700 and 800 nW/µm²` |
| Leak Pwr | `around 0.18 nW` |
| Tool warnings | `28` |
| H-Tree Depth | `1` |
| Chip area | `around 6400 µm²` |
| Worst VDD drop | `0.117 mV` |
| RD Place Congestion | `between 0.7 and 0.8` |
| Global-route wire length before repair | `between 1 and 1.5 mm` |
| Share of power burned in registers | `0.392` |
| Startpoint Class | `primary input` |
| Crit-path cells | `clkdlybuf4s50_1 -> or4_1 -> a21oi_1 -> mux2_1` |
| Clock share of power | `0.368` |
| Setup WS pre-CTS | `-68.6 ps` |
| Maximum root-to-sink buffer count | `2` |
| Synth Seq Share | `0.356` |
| Synthesis warning total | `1` |
| Core Rows | `21` |
| IO Pins | `9` |
| Slew margin rel. | `0.849` |
| Final Setup Violations | `0` |
| Post-Syn Area | `about 280 µm²` |
| Hold_ws | `~520 ps` |
| Die Ht | `80 µm` |
| Worst hold-check path type | `reg2reg` |
| Starting DRT DRC Count | `9` |
| Global Route Usage Sum | `0.0183` |
| Worst-path fanout max | `2` |
| Init Core Util | `0.0824` |
| WL per Instance | `~7 µm` |
| DR vias | `roughly 260` |
| Final Cycle Share | `0.902` |
| Pwr Total | `approximately 0.00037 W` |
| FILL cells | `around 400` |
| Core area | `3420 µm²` |
| Post-layout instance area | `460 µm²` |
| Synthesis area per yosys | `282 µm²` |
| Yosys cell types | `14` |
| Vias per std cell | `roughly 2.8` |
| Clock skew | `around 4.6 ps` |
| Setup ws final | `roughly 170 ps` |
| Fmax | `approximately 650 MHz` |
| Largest net degree at the start of global routing | `8` |
| Yosys cell count | `31` |
| Residual DRC count | `0` |
| Area after DPL | `~430 µm²` |
| Final Critical Period | `around 1500 ps` |
| Ant diodes | `0` |
| Switching Share | `0.253` |
| Critical Path Max Stage Delay | `between 400 and 500 ps` |
| CTS tree | `yes` |
| Worst Path Arrival | `between 1500 and 2000 ps` |
| RSZ-0062 raised after global routing | `no` |
| Crit end category | `register` |
| Total Wirelength | `roughly 640 µm` |
| GRT overflow | `0` |
| Post-synthesis cell count | `31` |
| Postcts setup bufs | `0` |
| Area grow syn2layout | `63.6%` |
| Cts hold-fix bufs | `0` |
| Dominant logic cell type in the layout | `clkdlybuf4s50_1` |
| Worst Max-Slew Pin Slew | `approximately 230 ps` |
| CTS root buf | `clkbuf_4` |
| Num CTS Buffers | `3` |
| WS Path Type | `in2reg` |
| Slowest-stage cell, CP | `clkdlybuf4s50_1` |
| Detail Route Antenna Nets | `0` |
| Logic pwr share | `0.240` |
| Clk pin slew, worst setup/hold paths | `~40 ps` |
| CP required | `around 1800 ps` |
| P_int | `0.000274 W` |
| First-pass DRT Iterations | `2` |
| # port buffers | `8` |
| Most numerous logic cells after layout | `clkdlybuf4s50_1, dfxtp_1, nor2_1, ha_1` |
| Avg Cell Area, Syn | `between 9 and 10 µm²` |
| Clk latency of the worst-skew pair | `240 ps` |
| Final-report max-slew violation count | `0` |
| Net Sw Power | `0.0000928 W` |
| CTS resizes | `0` |
| Vias in the first global route | `between 200 and 300` |
| Chip Width | `80 µm` |
| Outcome | `completed` |
## through the flow
stage / cells / TNS (ps)
floorplan: 31 / 0
global placement: 87 / -57.2
detailed placement: 87 / -68.6
CTS: 91 / 0
global route: 91 / 0
finish: 91 / 0
## routing by layer
layer  part of all wire  vias to the layer above  GRT usage
li1                   -                      133          -
met1               0.45                      117     0.0220
met2               0.47                        6     0.0305
met3              0.058                        2    0.00341
met4              0.019                        0    0.00880
met5                  0                        -          0
## kinds of logic (layout without fill, tap and decap cells)
group / Yosys count / after routing / share of synthesized area
flops: 5 / 5 / 0.356
xor+xnor: 2 / 2 / 0.0622
simple gates: 10 / 10 / 0.182
buf+inv: 3 / 17 / 0.0400
mux: 3 / 3 / 0.111
fa+ha+maj: 4 / 4 / 0.178
compound gates: 4 / 4 / 0.0711
## worst max-delay path, delay by kind of cell
family	cells	cell delay, ps
buffers and inverters	1	420
AND-OR/OR-AND	1	170
AND/OR/NAND/NOR	1	400
multiplexers	1	330
## layout make-up
cell class	count	area [µm²]	share of cell area
multi-input cells	23	170	0.370
flip-flops and latches	5	100	0.217
repair buffers	10	95.1	0.207
well taps	46	57.6	0.125
clock buffers	4	26.3	0.0571
inverters	3	11.3	0.0245
## power groups by stage
stage / Combinational [W] / Sequential [W] / Clock, W
after CTS: 0.0000892 / 0.000144 / 0.000142
after global routing: 0.0000989 / 0.000147 / 0.000148
final: 0.0000879 / 0.000144 / 0.000135
## sequential cells by signal, indices dropped and copies added, names as in the netlist
signal and count:
count 4, pulse 1
## cells in the mapped netlist
library cell  instances  area, µm²
nand2_1               1       3.75
ha_1                  4       50.1
nand4_1               2       12.5
a21oi_1               2       10.0
or4_1                 1       7.51
xnor2_1               2       17.5
or3_1                 1       6.26
nor2b_1               1       6.26
mux2i_1               2       20.0
mux2_1                1       11.3
nor2_1                4       15.0
inv_1                 3       11.3
dfxtp_1               5        100
o21ai_0               2       10.0
## worst paths after layout
check,endpoint,slack [ps],depth (start not counted)
worst max-delay path,count[3],170,4
worst min-delay path,pulse,520,1
worst max register to register,count[3],210,3
worst min register to register,pulse,520,1
Power figures rest on the tool's default switching activity, not on a simulated workload.
